$ cat design/flow/run.sh
#!/bin/bash
# OpenROAD 26Q1-2900-gdf79404cd8, Yosys 0.63+post, stock flow scripts
make -C /OpenROAD-flow-scripts/flow DESIGN_CONFIG=/design/flow/config.mk WORK_HOME=/design/flow/orfs finish
$ cat design/flow/config.mk
export PLATFORM = sky130hd
export DESIGN_NAME = adder
export DESIGN_NICKNAME = adder
export VERILOG_FILES = /design/flow/design.v
export SDC_FILE = /design/flow/constraint.sdc
export NUM_CORES = 4
export LEC_CHECK = 1
export CORE_AREA = 10 10 70 70
export DIE_AREA = 0 0 80 80
$ cat design/flow/constraint.sdc
current_design adder

set clk_period 5.1
set clk_io_pct 0.2

create_clock -name clk0 -period $clk_period

set non_clock_inputs [all_inputs -no_clocks]
set_input_delay [expr $clk_period * $clk_io_pct] -clock clk0 $non_clock_inputs
set_output_delay [expr $clk_period * $clk_io_pct] -clock clk0 [all_outputs]
$ cat design/flow/design.v
module adder(iA,iB,oAdd);
	input [7:0] iA,iB;
	output [8:0] oAdd;
	assign oAdd = iA + iB; 
endmodule
==> impl_metrics.ini <==
; generated from flow reports
[worst_setup_path]
crit_type = input port to output port
critical_path.max_stage_delay_ns = 0.49
worstPathMaxFanout = 2
crit_required_ns = 4.08
worstPathCellList = clkdlybuf4s50_1 > ha_1 > fa_1 > a21oi_1 > nor2_1 > nor2_1 > xnor2_1 > clkdlybuf4s50_1
crit_path_end_kind = output port
cp_data_arrival_time_ns = 3.13
slowest_stage = clkdlybuf4s50_1
cp-start-kind = input port

[logic_synthesis]
mux_area_share_pct = 3.09
ys_sh_xor_pct = 10.8
syn_inst = 42
simple_gate_share_pct = 17.8
top_logic_kind = adder cells
synth_area_per_cell_um2 = 7.72
yosys.area.top_type_share_pct = 30.9
synth.area.top_cells = ha_1, a21oi_1, a311o_1, fa_1, xnor2_1
postSynthSeqShare_pct = 0
top_area_cell = ha_1
synth_chip_area_um2 = 324
ys_sh_aoi_pct = 27.8
common_cells = ha_1, a21oi_1, nand2_1
ys_cells = 42
yosysMostFrequentCell = ha_1
syn-cell-area_um2 = 324
yosys_warnings = 0
synth_cell_types = 20
synth_adder_area_share_pct = 37.1

[layout]
final.fill_count = 384
layout-drive-gt1-share_pct = 1.49
seq_area_um2 = 0
area_delta_synth_final_pct = 95.0
design.seq.count = 0
n_clock_buffer = 0

[route]
num_antenna_cells = 0
final_antenna_net_count = 0
met3_length_um = 142
wire_per_inst_um = 9.72
dr.pass1.iters = 4
wl_met1_um = 555
drc_errors = 0
viasPerCell = 3.58
dr.max_layer_used = met3
dr_wl_met2_um = 400
num_vias = 404
drt_iter0_markers = 23
wirelength_um = 1100

[final_timing]
finalSetupTns_ns = 0
rsz0062_at_grt = no
tightestPinTransition_ns = 0.375
setup_viol = 0
fin_hold_ws_ns = 3.07
finalCritPeriodShare_pct = 81.5
slew_viol_final = 0
relSlewSlack_pct = 74.3
hold_violations = 0
fin_crit_ns = 4.15
fmax_ghz = 0.241

[global_route]
grt_overflow = 0
grt_pass1_wl_um = 1770
grt_pass1_vias = 393
antenna_found_initial = 0
grt_start_max_net_pins = 7
grt.total_usage_pct = 3.26

[run_status]
status = finished clean

[floorplanning]
fp-utilization_pct = 9.49
die_h_um = 80
row_count = 21
num_io_pins = 25
core_area_um2 = 3420
die_area_um2 = 6400
die-width_um = 80

[min_path]
min_path_type = input port to output port

[cts]
post_cts_buffers = 0
cts_hold_buf = 0
cts.repair.resized = 0

[power_and_ir_drop]
ir_drop_mv = 0.0461
p_leak_nw = 0.255
p_per_area_nw_per_um2 = 117

[flow_run]
openroad.warnings = 32
drv_cap = 0

[placement]
dp_hpwl_um = 997
gp_congestion = 0.743
port_buffers = 25
## logic make-up after synthesis
group / after synthesis
muxes: 1
adders and majority gates: 9
and+or+nand+nor: 12
AOI/OAI and AO/OA: 13
xor gates and xnor gates: 4
buffers and inverters: 3
## per-stage QoR
stage / instance area, um^2 / worst slack (ns) / utilization [%] / total power [mW] / std cells
6_report: 632 / 0.945 / 18.5 / 0.0736 / 113
5_1_grt: 632 / 0.842 / 18.5 / 0.0818 / 113
3_3_place_gp: 632 / 0.971 / 18.5 / 0.0733 / 113
2_1_floorplan: 324 / 2.01 / - / 0.0291 / 42
3_5_place_dp: 632 / 0.951 / 18.5 / 0.0741 / 113
4_1_cts: 632 / 0.933 / 18.5 / 0.0748 / 113
## per-layer routing
layer	track usage (%)	vias up
met3	1.70	0
met1	4.91	172
met5	0	-
met2	4.17	16
li1	-	216
met4	0	0
## layout by cell type (no fill, tap or decap), drive strengths merged
cell type,n
o21bai,1
nor2,2
xor2,2
ha,8
mux2i,1
a311o,2
nor4,1
a221oi,1
nand2,3
inv,3
o21ai,1
a2111oi,1
clkdlybuf4s50,25
nor3,2
xnor2,2
a21oi,5
fa,1
nand3,2
a21o,2
nor2b,2
## report_power, final
group / internal, mW / switching [mW] / total [mW]
clock: 0 / 0 / 0
sequential: 0 / 0 / 0
combinational: 0.0479 / 0.0257 / 0.0736
## worst paths after layout
check                 start      end  cells past startpoint  slack [ns]
worst min-delay path  iB[0]  oAdd[0]                      3        3.07
worst max-delay path  iA[0]  oAdd[6]                      8        0.95
## critical path, delay by kind of cell
family	cells	cell delay (ns)
simple gates	2	0.24
xor+xnor	1	0.14
buf+inv	2	0.89
compound gates	1	0.22
fa+ha+maj	2	0.63
## area by class of cell
type | instances | area [um^2] | area share [%]
Multi-Input combinational cell | 39 | 313 | 49.5
Timing Repair Buffer | 25 | 250 | 39.6
Tap cell | 46 | 57.6 | 9.11
Inverter | 3 | 11.3 | 1.78
Power and IR drop assume default switching activity.
