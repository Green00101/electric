<file path="./run.sh">
#!/bin/bash
# OpenROAD 26Q1-2900-gdf79404cd8, Yosys 0.63+post, stock flow scripts
make -C /OpenROAD-flow-scripts/flow DESIGN_CONFIG=/design/flow/config.mk WORK_HOME=/design/flow/orfs finish
</file>
<file path="./config.mk">
export PLATFORM = sky130hd
export DESIGN_NAME = count60
export DESIGN_NICKNAME = count60
export VERILOG_FILES = /design/flow/design.v
export SDC_FILE = /design/flow/constraint.sdc
export NUM_CORES = 4
export LEC_CHECK = 1
export CORE_AREA = 10 10 70 70
export DIE_AREA = 0 0 80 80
</file>
<file path="./constraint.sdc">
current_design count60

set clk_period 2.3
set clk_io_pct 0.2

create_clock -name clk0 -period $clk_period [get_ports {clk}]

set non_clock_inputs [all_inputs -no_clocks]
set_input_delay [expr $clk_period * $clk_io_pct] -clock clk0 $non_clock_inputs
set_output_delay [expr $clk_period * $clk_io_pct] -clock clk0 [all_outputs]
</file>
<file path="./design.v">
module count60(clk, rst_n, ld, data, qout, c);
input clk, rst_n, ld;
input [7:0] data;
output [7:0] qout;
output c;
    reg c = 0;
    reg[3:0] ten, unit;
    assign qout = {ten, unit};
    always@(posedge clk or negedge rst_n or posedge ld)
    begin   
        if(!rst_n)
            {ten, unit} <= 0;
        else if(ld)
            {ten, unit} <= data;
        else
        begin
            if(ten == 5)
            begin
                if(unit == 8)
                begin
                    c = 1;
                    unit <= unit+1;
                end
                else if(unit == 9)
                begin
                    c = 0;
                    {ten, unit} <= 0;
                end
                else
                    unit <= unit+1;
            end
            else if(unit == 9)
            begin
                ten <= ten+1;
                unit <= 0;
            end
            else
                unit <= unit+1;
        end
    end
endmodule
</file>
==> GITHUB_STEP_SUMMARY <==
## Implementation flow summary

| Metric | Value |
|---|---|
| Outcome | `finished clean` |
| Net Sw Frac | `between 10% and 20%` |
| Worst Clk Skew | `0.002697 ns` |
| Tool Warnings | `33` |
| Reg area | `about 290 um2` |
| Instance tally after logic synthesis | `67` |
| Area grow syn2layout | `40.30%` |
| Clock slew at reported path FFs | `about 0.060 ns` |
| Core Util, Final | `27.55%` |
| Syn Area/Cell | `between 10 and 15 um2` |
| Hold Slack | `0.5739 ns` |
| Fmax | `531.1 MHz` |
| Postcts setup bufs | `0` |
| DRT iter0 DRCs | `33` |
| Die Span Y | `around 80 um` |
| Max stage delay on crit path | `about 0.65 ns` |
| MaxCap Viol Count | `0` |
| Pre-CTS WS | `0.6655 ns` |
| Flip-flops with a built-in enable | `1` |
| Root buffer cell | `clkbuf_4` |
| Antenna diodes | `0` |
| # resized after CTS | `0` |
| Worst Hold Class | `in2async` |
| Overflow after GRT | `0` |
| Crit share post-route | `about four fifths` |
| Yosys Instances | `between 60 and 70` |
| Main flop type | `dfbbp_1` |
| Routability Congestion | `0.8283` |
| Final Hold Viols | `0` |
| Maximum vdd drop | `0.1487 mV` |
| Final setup margin | `~0.42 ns` |
| Clk pwr share | `between 30 and 40%` |
| Post-synth seq share | `43.28%` |
| Layout cells sized above 1 | `under 10%` |
| Crit-path max FO | `6` |
| Gate power share | `roughly 10%` |
| Synth async-reset ratio | `88.89%` |
| Buf/Inv on CP | `1` |
| CP arrival | `between 1 and 1.5 ns` |
| Cell Int Power | `~0.29 mW` |
| Layout fillers | `~360` |
| Die Size | `around 6400 um2` |
| Port buffer count | `19` |
| Flop pwr share | `56.7%` |
| Avg WL per Cell | `10.89 um` |
| Top cells excl fill/tap | `clkdlybuf4s50_1 (19), nand2_1 (11), inv_1 (9), a21boi_0 (9), dfbbp_1 (8)` |
| Final Critical Period | `1.883 ns` |
| WL final | `~1.5 mm` |
| Crit start category | `register` |
| DRC | `0` |
| Worst-margin pin slew | `around 0.35 ns` |
| Gr usage total | `4.898%` |
| Final setup violation count | `0` |
| Net switching power | `between 0.06 and 0.07 mW` |
| Final slew viol count | `0` |
| Pre-antenna DRT Iters | `2` |
| # IOs | `20` |
| Most numerous logic cell after layout | `clkdlybuf4s50_1` |
| Setup TNS | `0 ns` |
| Initial antenna violation count | `0` |
| Vias in the first global route | `about 560` |
| YS warnings | `3` |
| Synthesis area per yosys | `~670 um2` |
| Final antenna-violating net count | `0` |
| CP cell instances | `clkdlybuf4s50_1` |
| Core box area | `between 3000 and 4000 um2` |
| CP delay by family, top | `flip-flops` |
| Total number of vias | `~540` |
| CP max stage cell | `dfbbp_1` |
| Global-route wire length before repair | `2.504 mm` |
| Max Root-Sink Buffers | `2` |
| Pwr dens | `roughly 370 nW/um2` |
| FP Core Util | `between 10% and 20%` |
| Worst endpoint required time | `around 1.8 ns` |
| Netlist cell types | `26` |
| Max_slew headroom | `about three quarters` |
| Logic area | `roughly 340 um2` |
| Clk latency late pin | `0.25 ns` |
| Cell Rows | `21` |
| Post-synthesis cell area | `approximately 670 um2` |
| Clock sink total | `9` |
| CP Capture Type | `output pin` |
| Ys flops | `9` |
| Clock buffer count from CTS | `3` |
| Setup repair after global routing missed its margin | `no` |
| Leak Pwr | `between 0.4 and 0.5 nW` |
| Critical path class | `reg2out` |
| Htree depth | `1` |
| Routed vias/inst | `approximately 4.0` |
| Die W | `80 um` |
| Pin count of the biggest net entering global routing | `11` |
| CTS Hold Bufs | `0` |
| Post-DP HPWL | `1.224 mm` |
| CTS tree | `done` |
logic make-up after synthesis:
| group | synth area share, % |
|---|---|
| fa+ha+maj | 5.598 |
| compound gates | 14.92 |
| simple gates | 25.19 |
| xor+xnor | 3.919 |
| mux | 1.493 |
| flops | 43.28 |
| buf+inv | 5.596 |
registers in the layout, indices dropped and copies added, names as in the netlist:
register  flops
unit          4
ten           4
c             1
metal layers:
metal | vias to the layer above | share of wire, % | GRT usage, %
li1 | 280 | - | -
met1 | 237 | 44 | 5.988
met2 | 22 | 37 | 6.742
met3 | 2 | 18 | 4.091
met4 | 0 | 0.61 | 0.3521
met5 | - | 0 | 0
cell usage after synthesis, types with 2 or more instances:
master	instances	area share, %
o21ai_0	2	1.5
dfbbp_1	8	39
inv_1	9	5.0
ha_1	3	5.6
nor2_1	2	1.1
xnor2_1	2	2.6
nor2b_1	4	3.7
nand2_1	11	6.2
a21boi_0	9	10
power by group through the flow:
stage	registers (mW)	clock network, mW	logic [mW]
finish	0.200	0.116	0.0360
global route	0.200	0.130	0.0405
CTS	0.200	0.122	0.0371
final cells by class:
type | count | area share, %
clock buffers | 4 | 2.793
repair buffers | 19 | 20.21
flip-flops and latches | 9 | 30.85
multi-input cells | 48 | 36.44
well taps | 46 | 6.117
inverters | 9 | 3.590
through the flow:
step           instance area (um2)  power, mW  std cells
2_1_floorplan                670.6     0.2157         67
3_3_place_gp                 914.6     0.2397        131
3_5_place_dp                 914.6     0.2400        131
4_1_cts                      940.9     0.3588        135
5_1_grt                      940.9     0.3704        135
6_report                     940.9     0.3519        135
final timing paths:
path	from	endpoint	slack, ns	depth (start not counted)
setup / recovery	unit[3]	qout[3]	0.42	1
hold / removal	data[5]	ten[1]	0.57	2
setup reg to reg	unit[0]	ten[0]	0.67	4
hold reg to reg	unit[0]	unit[0]	0.60	1
max in group asynchronous	rst_n	ten[2]	1.13	3
min in group clk0	unit[0]	unit[0]	0.60	1
Power is estimated from default activity; no workload was simulated.
