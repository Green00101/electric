## flow/config.mk

```make
export PLATFORM = sky130hd
export DESIGN_NAME = decoder3_8
export DESIGN_NICKNAME = decoder3_8
export VERILOG_FILES = /design/flow/design.v
export SDC_FILE = /design/flow/constraint.sdc
export NUM_CORES = 4
export LEC_CHECK = 1
export CORE_AREA = 10 10 70 70
export DIE_AREA = 0 0 80 80
```

## flow/constraint.sdc

```tcl
current_design decoder3_8

set clk_period 1.0
set clk_io_pct 0.2

create_clock -name clk0 -period $clk_period

set non_clock_inputs [all_inputs -no_clocks]
set_input_delay [expr $clk_period * $clk_io_pct] -clock clk0 $non_clock_inputs
set_output_delay [expr $clk_period * $clk_io_pct] -clock clk0 [all_outputs]
```

## flow/design.v

```verilog
module decoder3_8 (iI_L, iST_L, oYex_L, oYs, oY_L);
     input [7:0] iI_L;
     input iST_L;
     output [2:0] oY_L; 
     output oYex_L;
     output oYs;
     reg [2:0] oY_L;
     reg oYex_L, oYs;
     always @(iI_L or iST_L)
         if(iST_L) 
				begin 
					oY_L <= 3'b111;
					oYex_L <= 1; 
					oYs <= 1; 
				end 
        else if (iI_L[7] == 0) 
				begin 
					oY_L <= 3'b000; 
					oYex_L <= 0; 
					oYs <= 1; 
				end
        else if (iI_L[6] == 0) 
				begin 
					oY_L <= 3'b001;
					oYex_L <= 0;
					oYs <= 1;
				end
        else if (iI_L[5] == 0)
				begin 
					oY_L <= 3'b010;
					oYex_L <= 0;
					oYs <= 1;
				end
        else if (iI_L[4] == 0) 
				begin 
					oY_L <= 3'b011;
					oYex_L <= 0;
					oYs <= 1;
				end
        else if (iI_L[3] == 0) 
				begin 
					oY_L <= 3'b100; 
					oYex_L <= 0; 
					oYs <= 1; 
				end
        else if (iI_L[2] == 0)
				begin 
					oY_L <= 3'b101;
					oYex_L <= 0; 
					oYs <= 1; 
				end
        else if (iI_L[1] == 0) 
				begin 
					oY_L <= 3'b110; 
					oYex_L <= 0; 
					oYs <= 1;
				end
        else if (iI_L[0] == 0) 
				begin 
					oY_L <= 3'b111; 
					oYex_L <= 0; 
					oYs <= 1; 
				end
        else if (iI_L == 8'b11111111) 
				begin 
					oY_L <= 3'b111; 
					oYex_L <= 1; 
					oYs <= 0; 
				end
        else 
				begin 
					oY_L <= 3'b111; 
					oYex_L <= 1; 
					oYs <= 1; 
				end
endmodule
```

## flow/run.sh

```bash
#!/bin/bash
# OpenROAD 26Q1-2900-gdf79404cd8, Yosys 0.63+post, stock flow scripts
make -C /OpenROAD-flow-scripts/flow DESIGN_CONFIG=/design/flow/config.mk WORK_HOME=/design/flow/orfs finish
```

==> impl_metrics.csv <==
group,metric,value,unit
routing,routed_via_density,2.25,
sta,finalCritPeriodShare,107,%
cells_and_area,regArea,0,um2
run_status,status,"finished with violations",
floorplanning,num_rows,21,
power_and_ir_drop,switching_power,0.0262,mW
logic_synthesis,syn_inst,15,
place,dp_slack,-864,ps
floorplanning,dieHeight,80,um
setup_path,cp_top_family,"simple AND/OR/NAND/NOR gates",
cells_and_area,area.growth.synth_to_final,235,%
sta,fmax,932,MHz
setup_path,cp_max_fo,2,
logic_synthesis,synthTopLogicFamily,"simple AND/OR/NAND/NOR gates",
cells_and_area,flops,0,
power_and_ir_drop,powerDensity,283,nW/um2
logic_synthesis,top_area_share,19.0,%
global_route,first_global_vias,171,
routing,drt_iter0_markers,3,
setup_path,crit_slowest_cell,"or3_1",
power_and_ir_drop,combPwrFrac,100.0,%
sta,worst_hold_slack,675,ps
sta,max_slew_margin,88.6,%
logic_synthesis,synth-simple-area-share,47.6,%
logic_synthesis,adder_share,0,%
logic_synthesis,postSynthAreaPerCell,5.26,um2
setup_path,critical_path.endpoint,"oYs",
logic_synthesis,synth.distinct_cells,8,
setup_path,arrival,870,ps
flow_run,warnings,34,
setup_path,crit_start,"iI_L[1]",
floorplanning,io_pins,14,
logic_synthesis,largest_area_cell,"o21ai_0",
setup_path,critPathMaxStageDelay,360,ps
logic_synthesis,yosys-top-cells-area,"o21ai_0 19%, nand4_1 16%, nand2_1 14%",
sta,period_minus_slack,1070,ps
routing,antenna_left,0,
sta,maxSlewViolCount,0,
floorplanning,die_width,80,um
logic_synthesis,syn_area,78.8,um2
logic_synthesis,yosysWarnings,1,
cts,ctsHoldBuffers,0,
logic_synthesis,aoi_share,42.9,%
sta,grt_setup_unrepaired,"true",
place,place_congestion,0.735,
routing,routed_wl,541,um
run_status,violations,"negative setup slack",
setup_path,path_cells,"buf_6 -> nand4_1 -> or3_1 -> buf_2",
logic_synthesis,ys_seq_share,0,%
cells_and_area,drive_gt1_share,53.3,%
routing,drc_errors,0,
setup_path,cp-start-kind,"input pin",
setup_path,path_depth,4,
sta,setup_violations,2,
routing,antenna_cells,0,
global_route,grt_first_pass_wirelength,745,um
logic_synthesis,synth_chip_area,78.8,um2
global_route,antenna_found_initial,0,
setup_path,path_class,"input pin to output port",
cells_and_area,clkbuf_count,0,
power_and_ir_drop,peakVddDrop,0.0212,mV
global_route,track_usage,1.36,%
hold_path,hp-class,"input pin to output port",
routing,num_vias,171,
floorplanning,core_area,3420,um2
global_route,grt_max_degree,5,
setup_path,critical_path.endpoint_type,"output port",
power_and_ir_drop,power_frac_seq,0,%
global_route,grt_overflow,0,
sta,timing.final.ws_setup,-72.7,ps
floorplanning,chip_area,6400,um2
flow_run,drv_cap,0,
logic_synthesis,synth_stat.cells,15,
power_and_ir_drop,clkPwrFrac,0,%
floorplanning,initial_core_util,2.31,%
setup_path,path_buffers,2,
logic_synthesis,yosys.area_share.xor_xnor,0,%
logic_synthesis,common_cells,"3 x nand2_1, 3 x o21ai_0, 2 x a21oi_1, 2 x inv_1, 2 x nand4_1",
routing,drt-pass1-iter-count,2,
power_and_ir_drop,p_int,0.0485,mW
power_and_ir_drop,power.static_leakage,0.105,nW
logic_synthesis,synthMuxAreaShare,0,%
setup_path,worst_ep_required_time,800,ps
power_and_ir_drop,swShare,35.1,%
routing,wire_per_inst,7.12,um
place,io_buffers,14,
sta,hold_viol_final,0,
sta,max_slew.worst_pin.slew,170,ps
routing by layer:
layer,track usage (%),share of wire (%)
met1,1.58,45
met4,0,0
met5,0,0
met2,2.49,44
met3,0.455,11
through the flow:
stage	setup TNS (ps)	cell area (um2)	cells	total power [mW]	utilization (%)
2_1_floorplan	0	78.8	15	0.0133	-
3_3_place_gp	-3650	277	75	0.0806	8.10
3_5_place_dp	-3750	277	75	0.0814	8.10
4_1_cts	-105	256	75	0.0720	7.51
5_1_grt	-205	264	76	0.0850	7.73
6_report	-101	264	76	0.0747	7.73
cells by family after synthesis:
logic type	after synthesis
buffers and inverters	2
AOI/OAI and AO/OA	6
and+or+nand+nor	7
worst min path at each step:
stage	end	startpoint	depth (start not counted)	slack (ps)
after CTS	oY_L[0]	iI_L[6]	3	700
after global routing	oY_L[0]	iI_L[4]	3	700
final	oY_L[0]	iI_L[4]	3	680
tightest hold or removal path: stages:
cell,delay [ps]
buf_6,70
a41oi_1,90
buf_2,110
what timing repair did:
item	in CTS	in global routing
setup endpoints to repair	5	4
pin swaps	7	3
resized	55	7
setup buffers	0	1
layout by cell type (no fill, tap or decap):
cell type / count
buf_6: 8
or2b_1: 1
nand4_1: 2
a41oi_1: 1
inv_2: 1
buf_4: 1
buf_2: 3
clkbuf_2: 3
o21ai_1: 3
or3_1: 1
nand2_1: 3
a21oi_1: 2
inv_1: 1
power by group through the flow:
stage | logic [mW] | registers, mW | clock network (mW)
5_1_grt | 0.0850 | 0 | 0
4_1_cts | 0.0720 | 0 | 0
6_report | 0.0747 | 0 | 0
cell type report:
type / instances / area, um2
Fill cell: 409 / 3150
Inverter: 2 / 7.51
Multi-Input combinational cell: 13 / 71.3
Tap cell: 46 / 57.6
Timing Repair Buffer: 15 / 128
Power and IR drop assume default switching activity.
